`./config.mk`:
```
export PLATFORM = sky130hd
export DESIGN_NAME = genral_ram
export DESIGN_NICKNAME = genral_ram
export VERILOG_FILES = /design/flow/design.v
export SDC_FILE = /design/flow/constraint.sdc
export NUM_CORES = 4
export LEC_CHECK = 1
export CORE_UTILIZATION = 30
```
`./design.v`:
```
module genral_ram 
#(
  parameter ADDR_WIDTH = 8,
  parameter DATA_WIDTH = 8,
  parameter DEPTH = 8  
)
(
  input       clk,
  input       cs,
  input       we,
  input       oe,
  input [ADDR_WIDTH-1:0] addr_in,
  inout [DATA_WIDTH-1:0] data
);
reg [DATA_WIDTH-1:0] tmp_data;
reg [DATA_WIDTH:0] mem [DEPTH-1:0];
always @(posedge clk) begin
  if (cs & we) begin
    mem[addr_in] <= data;
  end
end
always @(posedge clk) begin
  if (cs & !we) begin
    tmp_data <= mem[addr_in];
  end
end
assign data = cs & oe & !we ? tmp_data  : 'hz;
endmodule
```
`./run.sh`:
```
#!/bin/bash
# OpenROAD 26Q1-2900-gdf79404cd8, Yosys 0.63+post, stock flow scripts
make -C /OpenROAD-flow-scripts/flow DESIGN_CONFIG=/design/flow/config.mk WORK_HOME=/design/flow/orfs finish
```
`./constraint.sdc`:
```
current_design genral_ram

set clk_period 2.5
set clk_io_pct 0.2

create_clock -name clk0 -period $clk_period [get_ports {clk}]

set non_clock_inputs [all_inputs -no_clocks]
set_input_delay [expr $clk_period * $clk_io_pct] -clock clk0 $non_clock_inputs
set_output_delay [expr $clk_period * $clk_io_pct] -clock clk0 [all_outputs]
```
==> results.json <==
{
  "clkSinkCount": 72,
  "ys_types": 19,
  "post_drt_wl_per_cell_um": 18.81,
  "flop_cell": "edfxtp_1",
  "viasPerCell": 4.895,
  "clk_pin_slew_ns": 0.07,
  "grt_pass1_vias": 1503,
  "fin_ws_ns": 0.5180,
  "grtUsageTotal_pct": 11.66,
  "lay_top_cells": "72 x edfxtp_1, 19 x buf_4, 10 x mux4_1",
  "drive_gt1_share_pct": 28.93,
  "r2r-end": "data[5]$_DFFE_PP_",
  "critPathArrivalTime_ns": 2.07,
  "setup_viol": 0,
  "post_cts_buffers": 0,
  "placed_cell_area_um2": 3102,
  "edf_count": 72,
  "crit_end": "data[5]$_DFFE_PP_",
  "synth_top_area_share_pct": 77.59,
  "grt_first_pass_wirelength_mm": 7.852,
  "required_ns": 2.59,
  "grt_max_degree": 24,
  "dp_worst_setup_slack_ns": 0.1740,
  "fmax_mhz": 504.5,
  "worstSetupStartpoint": "addr_in[0]",
  "power_density_nw_per_um2": 703.7,
  "ctsHoldBuffers": 0,
  "coreArea_um2": 8848,
  "grt-ovfl-total": 0,
  "ys_async_sr_fraction_pct": 0,
  "fin_crit_ns": 1.982,
  "firstDrtPassIters": 17,
  "finClkSkew_ns": 0.007285,
  "tns_ns": 0,
  "stdcell_area_um2": 3289,
  "drv_cap": 0,
  "reg2reg_slack_ns": 1.09,
  "netlist_area_um2": 2786,
  "netlist_instances": 124,
  "die_h_um": 98.38,
  "drt_wl_total_mm": 5.022,
  "worstSetupPathType": "in2reg",
  "drv_slew": 0,
  "htree_levels": 3,
  "fill_cells": 775,
  "lay_top_count": "edfxtp_1",
  "fin_util_pct": 37.17,
  "tightestPinTransition_ns": 0.3434,
  "rsz0062_at_grt": "no",
  "r2r_cells": 2,
  "rows": 34,
  "ys_warn_count": 2,
  "clk_path_buf_depth": 2,
  "ys_area_um2": 2786,
  "logic_area_um2": 571.8,
  "insertion_delay_ns": 0.34,
  "finalHoldViolations": 0,
  "gp_congestion": 0.7654,
  "top_area_cell": "edfxtp_1",
  "avgSynthCellArea_um2": 22.47,
  "ys_cells": 124,
  "ys_seq_share_pct": 77.59,
  "cts_resized": 0,
  "finalClockPeriodUsage_pct": 79.28,
  "ant_nets": 0,
  "ys.flops": 72,
  "warnings": 159,
  "routed-via-count": 1307,
  "numPortBuffers": 5,
  "antenna_found_initial": 0,
  "antennaDiodeCount": 0,
  "cp-start-kind": "primary input",
  "drtIter0Drc": 73,
  "cts_buffers": 9,
  "regArea_um2": 2162,
  "die_area_um2": 9678,
  "p_total_mw": 2.315,
  "vdd_drop_max_uv": 245.9,
  "io_pins": 20,
  "outcome": "completed",
  "syn2layout_area_growth_pct": 18.05,
  "die_w_um": 98.38,
  "area_leaders": "edfxtp_1 78%, mux4_1 9.4%, mux4_2 3.2%",
  "critPathMaxFanout": 23,
  "place_hpwl_mm": 3.192,
  "p_leak_nw": 1.098,
  "cp-end-kind": "flip-flop",
  "drc": 0,
  "relSlewSlack_pct": 76.82,
  "cts_tree": "built",
  "hp-class": "in2reg",
  "fp_util_pct": 31.49,
  "r2r_start": "mem[2][5]$_DFFE_PP_",
  "cts.root.buffer_cell": "clkbuf_8"
}
## through the flow
stage / hold WS (ns) / cells
2_1_floorplan: 0.5280 / 124
3_3_place_gp: 0.5813 / 251
3_5_place_dp: 0.6075 / 251
4_1_cts: 0.2994 / 267
5_1_grt: 0.3042 / 267
6_report: 0.3163 / 267
## metal layers
metal  up-vias  wire, um  track usage, %
met3        18       681           8.721
met1       638      1807           13.06
met4         0       160           3.330
met5         -         0               0
li1        576         -               -
met2        75      2372           17.77
## worst max-delay path, cell delays in order
cell	delay, ns
clkdlybuf4s50_1	0.51
buf_12	0.20
mux4_1	0.58
mux2_2	0.28
## registers in the layout, summed over array words and instances, names as in the netlist
register,cells
mem,64
data,8
## power breakdown
part	internal [mW]	total [mW]	switching (mW)	leakage, nW
clock	0.455	0.848	0.393	0.0937
combinational	0.0564	0.106	0.0494	0.351
sequential	1.35	1.36	0.0149	0.653
total	1.86	2.31	0.457	1.10
## worst min-delay path by stage
stage / from / endpoint / slack [ns] / depth (start not counted)
finish: data[5] / mem[6][5]$_DFFE_PP_ / 0.32 / 0
global route: data[5] / mem[6][5]$_DFFE_PP_ / 0.30 / 0
CTS: data[5] / mem[5][5]$_DFFE_PP_ / 0.30 / 0
## Yosys cell counts, types with 2 or more instances
| master | count |
|---|---|
| buf_2 | 2 |
| clkbuf_1 | 3 |
| edfxtp_1 | 72 |
| mux2_2 | 6 |
| mux2i_1 | 3 |
| mux4_1 | 10 |
| mux4_2 | 4 |
| nand2_1 | 3 |
| nand2b_1 | 2 |
| nand3_1 | 2 |
| nand3b_1 | 2 |
| nor2_1 | 6 |
| nor3_1 | 2 |
| o21ai_0 | 2 |
## cells by family after synthesis
logic type	Yosys count	share of synthesized area (%)
flip-flops	72	77.59
multiplexers	24	16.70
AND/OR/NAND/NOR	18	3.143
buffers and inverters	7	1.886
AND-OR/OR-AND	3	0.6736
## cell type report
class,count,share of cell area (%)
clock buffer,10,3.880
sequential,72,65.73
timing repair buffer,26,7.075
tap,108,4.108
multi-input combinational,45,17.38
clock inverter,6,1.826
Power figures rest on the tool's default switching activity, not on a simulated workload.
