<file path="flow/design.v">
module program_counter (
  input   wire        clk,               
  input   wire        rst,               
  input   wire        en,                
  input   wire        branch_en,         
  input         [7:0] next_instr_addr,   
  output  reg   [7:0] curr_instr_addr    
);
always @(posedge clk or posedge rst) begin  
  if (rst) begin                                   
    curr_instr_addr <= 0;                              
  end else begin                                   
    if (en) begin                                      
      if (~branch_en) begin                                
        curr_instr_addr <= curr_instr_addr +1;                 
      end else begin                                       
        curr_instr_addr <= next_instr_addr;                    
      end
    end
  end
end
endmodule
</file>
<file path="flow/run.sh">
#!/bin/bash
# OpenROAD 26Q1-2900-gdf79404cd8, Yosys 0.63+post, stock flow scripts
make -C /OpenROAD-flow-scripts/flow DESIGN_CONFIG=/design/flow/config.mk WORK_HOME=/design/flow/orfs finish
</file>
<file path="flow/config.mk">
export PLATFORM = sky130hd
export DESIGN_NAME = program_counter
export DESIGN_NICKNAME = program_counter
export VERILOG_FILES = /design/flow/design.v
export SDC_FILE = /design/flow/constraint.sdc
export NUM_CORES = 4
export LEC_CHECK = 1
export CORE_AREA = 10 10 70 70
export DIE_AREA = 0 0 80 80
</file>
<file path="flow/constraint.sdc">
current_design program_counter

set clk_period 1.8
set clk_io_pct 0.2

create_clock -name clk0 -period $clk_period [get_ports {clk}]

set non_clock_inputs [all_inputs -no_clocks]
set_input_delay [expr $clk_period * $clk_io_pct] -clock clk0 $non_clock_inputs
set_output_delay [expr $clk_period * $clk_io_pct] -clock clk0 [all_outputs]
</file>
==> run_results.csv <==
group,metric,value,unit
floorplanning,rows,21,
setup_path,max_stage_delay,0.51,ns
setup_path,critical-path-top-delay-family,"buffers and inverters",
final_layout,largest-register,"curr_instr_addr",
power_and_ir_drop,powerDensity,740.1,nW/um2
final_layout,largest_reg_flops,8,
setup_path,path_buffers,1,
final_layout,comb_area,259.0,um2
synth,ys_sh_adder,2.611,%
final_layout,final.fill_count,388,
synth,synth_area,479.2,um2
setup_path,crit_path_cell_trace,"clkdlybuf4s50_1",
power_and_ir_drop,power_frac_comb,31.5,%
place,place_congestion,0.7942,
synth,synthesis.instances,53,
synth,muxShareOfSynthArea,2.089,%
clocking,cts.sinks,8,
detailed_routing,drc_errors,0,
setup_path,critPathRequiredTime,1.44,ns
setup_path,worst-path-max-fanout,7,
synth,synth-compound-area-share,25.59,%
detailed_routing,drtAntennaViolNets,0,
floorplanning,pin_count,20,
synth,simple_gate_share,23.76,%
floorplanning,die_y,80,um
final_timing,finalClockSkew,0.0005647,ns
grt,grt_max_degree,15,
flow_run,maxCapViolCount,0,
final_timing,maxSlewViolCount,0,
final_layout,area_growth,59.27,%
final_layout,biggestRegsByFlops,"curr_instr_addr (8)",
detailed_routing,vias_per_cell,4.172,
clocking,ctsResizeCount,0,
flow_run,tool_warnings,25,
clocking,clk_latency,0.25,ns
synth,yosys_warnings,1,
clocking,post-cts-setup-buffer-count,0,
floorplanning,placeableCoreArea,3416,um2
final_timing,finalCritPeriodShare,87.59,%
clocking,ctsHoldBuffers,0,
power_and_ir_drop,total_power,564.9,uW
setup_path,cp-start-kind,"flop",
synth,ys_seq_share,41.78,%
detailed_routing,drtPass1Iterations,4,
synth,ys_sh_xor,0,%
floorplanning,chip_area,6400,um2
final_timing,rsz0062_at_grt,"no",
synth,top_logic_kind,"AND-OR/OR-AND gates",
grt,grt_overflow_total,0,
synth,ys_area,479.2,um2
detailed_routing,vias,509,
clocking,cts_made_buffers,3,
place,port_buffers,19,
grt,grt_first_pass_wirelength,2456,um
grt,grt_pass1_vias,522,
power_and_ir_drop,share_seq_of_total_power,44.4,%
final_layout,flop_area,200.2,um2
final_layout,drive_above_1_share,9.211,%
clocking,cts_tree,"done",
floorplanning,dieWidth,80,um
detailed_routing,drt_wl_total,1441,um
floorplanning,fp-utilization,14.03,%
grt,grt_usage,4.817,%
final_timing,setup_violations,0,
final_layout,mostFrequentLayoutCells,"19 x clkdlybuf4s50_1, 8 x dfrtp_1, 4 x nor2_1, 4 x a21oi_1, 4 x o21ai_0",
power_and_ir_drop,p_clk_share,24.1,%
synth,ys_cells,53,
final_timing,fin_crit,1.577,ns
setup_path,end_kind,"output port",
clocking,clkTransAtPathRegs,0.05,ns
hold_path,min_path_type,"primary input to asynchronous set/reset pin",
detailed_routing,drt_iter0_drc,35,
power_and_ir_drop,swShare,28.60,%
power_and_ir_drop,peakVddDrop,0.2732,mV
synth,synth_flops,8,
detailed_routing,drt-wirelength-per-cell,11.81,um
power_and_ir_drop,leakage,0.3088,nW
setup_path,arrival,1.22,ns
outcome,status,"completed",
clocking,h-tree-depth,1,
power_and_ir_drop,internal_power,403.4,uW
setup_path,path_class,"flop to output port",
power_and_ir_drop,switchingPower,161.5,uW
synth,ys_types,23,
clocking,root_buffer,"clkbuf_4",
final_timing,tightest_slew,0.3369,ns
setup_path,crit_slowest_cell,"clkdlybuf4s50_1",
synth,syn_avg_cell_area,9.042,um2
final_timing,tns,0,ns
detailed_routing,insertedDiodeCount,0,
clocking,clk_path_buf_depth,2,
grt,antenna_found_initial,0,
final_timing,fmax,634.3,MHz
final_timing,max_slew_margin,77.52,%
final_timing,hold_viol,0,
final_layout,final_common_cell,"clkdlybuf4s50_1",
## per-stage QoR
stage | cells | cell area [um2] | hold slack, ns | util, % | worst slack [ns]
after global routing | 122 | 763.2 | 0.3818 | 22.34 | 0.1562
after global placement | 119 | 740.7 | 0.5689 | 21.69 | 0.1626
after CTS | 122 | 763.2 | 0.3711 | 22.34 | 0.1913
after detailed placement | 119 | 740.7 | 0.5582 | 21.69 | 0.1808
after floorplan | 53 | 479.2 | 0.1757 | - | 0.5704
final | 122 | 763.2 | 0.3717 | 22.34 | 0.2233
## cells by family after synthesis
family / after synthesis
AND-OR/OR-AND: 19
adder cells (fa/ha/maj): 1
flip-flops: 8
AND/OR/NAND/NOR: 19
buffers and inverters: 5
multiplexers: 1
## per-layer routing
layer | part of all wire, % | track usage [%] | vias up
met5 | 0 | 0 | -
met4 | 0.83 | 0.3521 | 0
met3 | 15 | 3.636 | 2
met2 | 35 | 5.698 | 23
met1 | 49 | 6.878 | 234
li1 | - | - | 250
## synth_stat cells
cell type  instances  area [um2]
a21oi_1            4       20.02
a221oi_1           1       8.760
a22o_1             3       26.28
a22oi_1            1       7.510
a31oi_1            2       12.51
and3_1             3       18.77
buf_2              1       5.000
clkbuf_1           1       3.750
dfrtp_1            8       200.2
ha_1               1       12.51
inv_1              3       11.26
mux2i_1            1       10.01
nand2_1            1       3.750
nand2b_1           2       12.51
nand3_1            3       15.01
nand4_2            1       12.51
nand4b_1           1       8.760
nor2_1             4       15.01
nor2b_1            2       12.51
o211ai_1           2       15.01
o21ai_0            4       20.02
o22ai_1            2       12.51
or4_1              2       15.01
## power groups by stage
| stage | registers [mW] | logic, mW | clock network [mW] |
|---|---|---|---|
| CTS | 0.252 | 0.181 | 0.142 |
| global route | 0.258 | 0.203 | 0.152 |
| finish | 0.251 | 0.178 | 0.136 |
## final cells by class
cell class	count	share of cell area (%)
inverter	3	1.475
timing repair buffer	22	27.87
multi-input combinational	40	33.93
tap	46	7.541
clock buffer	3	2.951
sequential	8	26.23
## worst paths after layout
| check | from | endpoint | slack (ns) | cells past startpoint |
|---|---|---|---|---|
| max in group asynchronous | rst | curr_instr_addr[3] | 1.18 | 2 |
| min reg2reg | curr_instr_addr[7] | curr_instr_addr[7] | 0.58 | 2 |
| max | curr_instr_addr[2] | curr_instr_addr[2] | 0.22 | 1 |
| min | rst | curr_instr_addr[7] | 0.37 | 2 |
| min in group clk0 | curr_instr_addr[7] | curr_instr_addr[7] | 0.58 | 2 |
| max reg2reg | curr_instr_addr[0] | curr_instr_addr[6] | 0.47 | 4 |
Power is estimated from default activity; no workload was simulated.
