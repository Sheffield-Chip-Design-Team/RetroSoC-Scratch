===== design.v =====
module instruction_register (
  input   wire          clk,
  input   wire          instr_rst,   
  input   wire          instr_en,    
  input         [7:0]   data_bus,
  output  reg   [7:0]   opcode,
  output  reg           op_rdy
);
reg [1:0] wrd_counter;
always @(posedge clk) begin
  if (instr_en) begin
    if (instr_rst) begin
      opcode <= 0;
      op_rdy <= 0;
    end else begin
      if (op_rdy == 0) begin
        opcode <= data_bus;
        op_rdy <= 1;
      end
    end
  end
end
endmodule

===== run.sh =====
#!/bin/bash
# OpenROAD 26Q1-2900-gdf79404cd8, Yosys 0.63+post, stock flow scripts
make -C /OpenROAD-flow-scripts/flow DESIGN_CONFIG=/design/flow/config.mk WORK_HOME=/design/flow/orfs finish

===== config.mk =====
export PLATFORM = sky130hd
export DESIGN_NAME = instruction_register
export DESIGN_NICKNAME = instruction_register
export VERILOG_FILES = /design/flow/design.v
export SDC_FILE = /design/flow/constraint.sdc
export NUM_CORES = 4
export LEC_CHECK = 1
export CORE_AREA = 10 10 70 70
export DIE_AREA = 0 0 80 80

===== constraint.sdc =====
current_design instruction_register

set clk_period 2.1
set clk_io_pct 0.2

create_clock -name clk0 -period $clk_period [get_ports {clk}]

set non_clock_inputs [all_inputs -no_clocks]
set_input_delay [expr $clk_period * $clk_io_pct] -clock clk0 $non_clock_inputs
set_output_delay [expr $clk_period * $clk_io_pct] -clock clk0 [all_outputs]

==> out/metrics.yaml <==
outcome: "completed"
routedWlPerCell_microns: 9.81
p_int_uw: 326
grt_pass1_wl_microns: 1360
clkTransAtPathRegs_ps: 60
crit_path_max_fanout: 2
yosys-stat-cells: 19
worst_slew_pin_slew_ps: 112
pwr-share-clk: 0.328
p_sw_uw: 74.0
ys_ff: 9
root_buffer: "clkbuf_4"
r2r_setup_slack_ps: 1110
p_comb_frac: 0.138
htreeDepth: 1
grt_overflow_total: 0
max-slew-margin-rel: 0.925
critPathTopFamily: "buffers and inverters"
cpMaxStageDelayCell: "clkdlybuf4s50_1"
min_period_ps: 1530
swShare: 0.185
hp-start: "op_rdy$_DFFE_PP_"
grt_use_total: 0.0291
std_cell_rows: 21
viasPerCell: 2.60
slowest_delay_ps: 490
seq_power_share: 0.534
placedCellCount: 86
drive_above_1_share: 0.318
drc_errors: 0
fin_area_sq_um: 644
max_freq_mhz: 655
setup_viol: 0
cts_made_buffers: 3
final_core_util: 0.189
ioPinCount: 20
synth_cell_types: 4
hold_viol: 0
fp.dieH_microns: 80
maxCapViolCount: 0
worst_r2r_path_depth: 2
cts_tree: "built"
required_ps: 1680
r2r_end: "opcode[6]$_SDFFCE_PP0P_"
place.gp.congestion: 0.666
finalSetupTns_ps: 0
drt_wl_total_microns: 883
instances_no_fill: 90
ir_worst_vdd_v: 0.000164
drv_slew: 0
ant_nets: 0
grt_pass1_vias: 256
antenna_found_initial: 0
hold_class: "flop to flop"
synth_cells: 19
drt_pass1_iterations: 2
whs_ps: 752
cts_resized: 0
power_leakage_nw: 0.237
post-route-period-util: 0.726
clk_path_buf_depth: 2
critical_path_arrival_ps: 1110
die_area_sq_um: 6400
synth_seq_share: 0.761
antenna_cells: 0
insertion_delay_ps: 260
p_per_area_nw_per_um2: 621
postCtsSetupBuffers: 0
drtIter0Drc: 1
crit_path_start_kind: "flop"
yosys_warnings: 1
crit_type: "flop to output port"
finClkSkew_ps: 4.37
path_cells: "clkdlybuf4s50_1"
port_buffers: 19
yosysChipArea_sq_um: 355
crit_buf_inv: 1
cts.sinks: 9
area_delta_synth_final_pct: 81.3
netlist_area_sq_um: 355
warning_count: 25
holdPathStages: 2
rsz0062_at_grt: "false"
end_kind: "output port"
final.fill_count: 390
hold_buffers: 0
min_to: "opcode[3]$_SDFFCE_PP0P_"
floorplan.core_util: 0.104
vias: 234
fp.coreArea_sq_um: 3420
synth_area_per_cell_sq_um: 18.7
grt_start_max_net_pins: 9
r2r-start: "op_rdy$_DFFE_PP_"
die_x_microns: 80
dpl_cell_area_sq_um: 618
-- cell usage after synthesis (all sizes together) --
| master | count | area, sq um |
|---|---|---|
| and2b | 8 | 70.1 |
| inv | 1 | 3.75 |
| edfxtp | 9 | 270 |
| a21boi | 1 | 11.3 |
-- power by group through the flow --
stage | logic, mW | registers (mW) | clock network [mW]
final | 0.0552 | 0.214 | 0.131
after global routing | 0.0607 | 0.215 | 0.147
after CTS | 0.0574 | 0.214 | 0.140
-- layout by cell type (no fill, tap or decap) --
| cell | Yosys | routed |
|---|---|---|
| and2b_2 | 8 | 8 |
| buf_4 | 0 | 2 |
| clkbuf_1 | 0 | 1 |
| inv_1 | 1 | 1 |
| clkbuf_4 | 0 | 3 |
| a21boi_2 | 1 | 1 |
| edfxtp_1 | 9 | 9 |
| clkdlybuf4s50_1 | 0 | 19 |
-- layer usage --
layer  GRT usage  part of all wire  vias up
li1            -                 -      117
met3      0.0227              0.11        0
met5           0                 0        -
met1      0.0283              0.36      106
met4     0.00704                 0        0
met2      0.0474              0.52       11
-- state kept, by name (all words and copies together), names as in the netlist --
signal,count
op_rdy,1
opcode,8
-- final cells by class --
type	instances	area (sq um)	share of cell area
inverter	1	3.75	0.00583
multi-input combinational	9	81.3	0.126
clock buffer	4	26.3	0.0408
sequential	9	270	0.419
tap	46	57.6	0.0893
timing repair buffer	21	205	0.318
-- through the flow --
step / worst slack (ps) / power (mW)
3_5_place_dp: 525 / 0.275
4_1_cts: 544 / 0.411
3_3_place_gp: 534 / 0.274
2_1_floorplan: 1000 / 0.228
6_report: 574 / 0.400
5_1_grt: 525 / 0.423
-- cells by family after synthesis --
kind of cell,share of synthesized area
DFF,0.761
and+or+nand+nor,0.197
AOI/OAI and AO/OA,0.0317
buffers and inverters,0.0106
-- worst max-delay path by stage --
stage	from	to	slack (ps)	cells after the start
after global routing	op_rdy$_DFFE_PP_	op_rdy	530	1
final	op_rdy$_DFFE_PP_	op_rdy	570	1
after CTS	op_rdy$_DFFE_PP_	op_rdy	540	1
Power and IR drop assume default switching activity.
